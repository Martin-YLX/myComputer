<file path="design/flow/design.v">
module reg_group(
  input clk,
  input we,
  input [1:0] sr,
  input [1:0] dr,
  input [7:0] i,
  output reg [7:0] s,
  output reg [7:0] d
);
  reg [7:0] R0 = 8'h01, R1 = 8'h00, R2 = 8'h00, R3 = 8'h07;
  always @(*) begin
    case (sr)
      2'b00: s = R0;
      2'b01: s = R1;
      2'b10: s = R2;
      2'b11: s = R3;
      default: s = 8'b0;
    endcase
    case (dr)
      2'b00: d = R0;
      2'b01: d = R1;
      2'b10: d = R2;
      2'b11: d = R3;
      default: d = 8'b0;
    endcase
  end
  always @(negedge clk) begin
    case ({we,dr})
      3'b100: R0 <= i;
      3'b101: R1 <= i;
      3'b110: R2 <= i;
      3'b111: R3 <= i;
    endcase
  end
endmodule
</file>
<file path="design/flow/run.sh">
#!/bin/bash
# OpenROAD 26Q1-2900-gdf79404cd8, Yosys 0.63+post, stock flow scripts
make -C /OpenROAD-flow-scripts/flow DESIGN_CONFIG=/design/flow/config.mk WORK_HOME=/design/flow/orfs finish
</file>
<file path="design/flow/config.mk">
export PLATFORM = sky130hd
export DESIGN_NAME = reg_group
export DESIGN_NICKNAME = reg_group
export VERILOG_FILES = /design/flow/design.v
export SDC_FILE = /design/flow/constraint.sdc
export NUM_CORES = 4
export LEC_CHECK = 1
export CORE_UTILIZATION = 40
</file>
<file path="design/flow/constraint.sdc">
current_design reg_group

set clk_period 2.0
set clk_io_pct 0.2

create_clock -name clk0 -period $clk_period [get_ports {clk}]

set non_clock_inputs [all_inputs -no_clocks]
set_input_delay [expr $clk_period * $clk_io_pct] -clock clk0 $non_clock_inputs
set_output_delay [expr $clk_period * $clk_io_pct] -clock clk0 [all_outputs]
</file>
==> reports/qor.csv <==
metric;value;unit
status;complete, but fails checks;
violated checks;negative setup slack;
fraction of registers with async set or reset after synthesis;0;
RSZ-0062 raised after global routing;true;
final total power;1.62;mW
initial antenna violation count;0;
ant diodes;0;
Syn Area/Cell;24.5;um2
Top FF cell, synth;edfxtp_1;
Gate Count Post-Synth;57;
Final Util;0.576;
DPL Wire Length;1.75;mm
CTS Buf Count;5;
Leakage;0.808;nW
final setup fails;16;
Worst Hold Class;primary input to output port;
CORE AREA;3340;um2
Worst Tran Pin Value;225;ps
Max-area cell share;0.687;
CTS tree;built;
WS Path Type;register to output port;
DR DRC count;0;
Port Buffer Count;29;
Crit. End Element;output port;
Vias;818;
number of distinct library cells after synthesis;10;
Crit Path Max Fanout;2;
top cells, area;edfxtp_1 (69%), mux4_2 (23%), mux4_1 (3.8%);
Congestion Overflow GR;0;
CTS max path bufs;2;
TritonRoute pass-1 iters;2;
hold_buf cts;0;
Internal;1.22;mW
flip-flops with a built-in enable;32;
Critical Path Start Type;register;
Mapped Area;1400;um2
Slew Viols, Final;0;
DR iter-0 viols;19;
CTS Sinks;32;
Sw Pwr;0.400;mW
CP arrival;2470;ps
sequential cell area;961;um2
die area;3740;um2
Rows;21;
Ys Warns;1;
post-route setup slack;-866;ps
DIE WIDTH;61.1;um
Combinational Power Share;0.098;
pre-CTS setup slack;-718;ps
DR WL/cell;13.6;um
floorplan core density;0.419;
I/O pins;30;
worst vdd ir;0.726;mV
logic area;407;um2
Cell Area, Placed;1810;um2
fillers;267;
post-DR vias/cell;4.62;
GPL Wtd Cong;0.810;
Slew HR;0.850;
root buf cell;clkbuf_4;
final setup TNS;-11740;ps
Sequential Power Share;0.488;
final WL;2.41;mm
sequential-to-total area share from yosys stat;0.687;
count leader, synth;edfxtp_1;
OpenROAD warning count;60;
dpl cells;138;
Area Overhead vs Synth;37.3;%
Critical Path RT;1600;ps
CTS clk-pin slew, worst paths;30;ps
largest area contributor in the netlist;edfxtp_1;
first-pass GRT wire length;3.65;mm
Clock Power Share;0.414;
Yosys Chip Area;1400;um2
Post-Layout Inst Area;1920;um2
P per Cell Area;844;nW/um2
number of global-route vias before repair;847;
layout cells sized above 1;0.420;
largest net degree at the start of global routing;10;
final cell count without fillers;177;
top cells by instance count after synthesis;edfxtp_1 (32), mux4_2 (14), and3b_2 (2), buf_6 (2), mux4_1 (2);
GRT Overall Usage;0.159;
final tally of hold violations;0;
final hold slack;1390;ps
max cap viols;0;
post-route ant nets;0;
#FFs+latches synth;32;
ys cells;57;
Die H;61.1;um
CTS H-tree lvls;2;
Switching Share;0.247;
==> per-layer routing <==
layer  vias to the layer above  wire length, um  global-route usage  share of wire
li1                        402                -                   -              -
met1                       368              873               0.215           0.36
met2                        48             1260               0.214           0.52
met3                         0              274               0.119           0.11
met4                         0                0              0.0519              0
met5                         -                0                   0              0
==> path summary, 6_finish.rpt <==
kind	from	end	slack, ps	cells after the start
worst min-delay path	dr[0]	d[7]	1390	4
worst max-delay path	R3[0]	d[0]	-870	3
==> power groups by stage <==
stage                 registers [mW]  logic, mW  clock network (mW)
after CTS                      0.792      0.162               0.702
after global routing           0.794      0.176               0.771
final                          0.792      0.158               0.671
==> logic make-up (layout without fill, tap and decap cells) <==
logic type / count (synthesis) / after routing / synth area share
flip-flops: 32 / 32 / 0.687
AND/OR/NAND/NOR: 4 / 4 / 0.0250
multiplexers: 16 / 16 / 0.263
buffers and inverters: 5 / 79 / 0.0250
==> what timing repair did <==
item	in CTS	in global routing
setup endpoints to repair	48	16
pin swaps	2	0
resized	57	0
buffers inserted	1	0
==> registers in the layout (all words and copies together), names as in the netlist <==
register	cells
R0	8
R1	8
R2	8
R3	8
==> critical path, stage by stage (launching register included) <==
cell,delay [ps]
edfxtp_1,380
buf_4,140
mux4_2,450
buf_2,130
==> layout make-up <==
class / instances / area share
clock buffers: 5 / 0.0195
clock inverters: 34 / 0.0801
multi-input cells: 20 / 0.212
flip-flops and latches: 32 / 0.500
well taps: 46 / 0.0300
repair buffers: 40 / 0.158
==> cell usage in the layout (no fill, tap or decap) <==
cell type,synthesis,routed
clkbuf_4,0,5
and3b_2,2,2
and3_2,1,1
nor3b_4,0,1
buf_12,0,1
buf_6,2,1
bufinv_16,0,1
clkdlybuf4s15_2,0,1
edfxtp_1,32,32
dlygate4sd2_1,0,1
buf_2,1,17
buf_4,0,9
inv_1,1,33
clkdlybuf4s50_1,0,10
mux4_2,14,16
Power and IR drop assume default switching activity.
