`flow/design.v`:
```
module con_signal (
    input wire mova, movb, movc, movd, add, sub, jmp, jg, g, in1, out1, movi, halt, sm,
    input wire [7:0] ir,
    output reg sm_en, ir_ld, ram_re, ram_wr, pc_ld, pc_in, reg_we, au_en, gf_en, in_en, out_en, mux_s,
    output reg [1:0] reg_sr, reg_dr, s,
    output reg [3:0] au_ac
);
always @(*) begin
    sm_en = ~halt;
    ir_ld = ~sm;
    ram_re = (~sm) | movc | movi;
    ram_wr = movb;
    pc_ld = jmp | (jg & g);
    pc_in = movi | (~sm);
    reg_sr = ir[1:0];
    reg_dr = ir[3:2];
    reg_we = movi | mova | movc | movd | sub | add | in1;
	if(movb) s=2'b10;
	else if(movc) s=2'b01;
	else s=2'b00;
    au_en = mova | movb | add | out1 | sub;
    au_ac = ir[7:4];
    gf_en = sub;
    in_en = in1;
    out_en = out1;
    mux_s = mova | movc |movi | add | sub | in1;
end
endmodule
```
`flow/run.sh`:
```
#!/bin/bash
# OpenROAD 26Q1-2900-gdf79404cd8, Yosys 0.63+post, stock flow scripts
make -C /OpenROAD-flow-scripts/flow DESIGN_CONFIG=/design/flow/config.mk WORK_HOME=/design/flow/orfs finish
```
`flow/config.mk`:
```
export PLATFORM = sky130hd
export DESIGN_NAME = con_signal
export DESIGN_NICKNAME = con_signal
export VERILOG_FILES = /design/flow/design.v
export SDC_FILE = /design/flow/constraint.sdc
export NUM_CORES = 4
export LEC_CHECK = 1
export CORE_AREA = 10 10 70 70
export DIE_AREA = 0 0 80 80
```
`flow/constraint.sdc`:
```
current_design con_signal

set clk_period 1.0
set clk_io_pct 0.2

create_clock -name clk0 -period $clk_period

set non_clock_inputs [all_inputs -no_clocks]
set_input_delay [expr $clk_period * $clk_io_pct] -clock clk0 $non_clock_inputs
set_output_delay [expr $clk_period * $clk_io_pct] -clock clk0 [all_outputs]
```
==> flow_summary.yaml <==
# flow metrics
worst_setup_path:
  worstPathRequired_ns: 0.80
  cp_max_fo: 3
  critPathTopFamily: "simple AND/OR/NAND/NOR gates"
  startpoint_type: "input pin"
  path_cells: "buf_6 -> or3_4 -> or4_1 -> buf_2"
  critPathBufInv: 2
  cp.depth: 4
  crit_type: "input pin to output pin"
  cp-startpoint: "add"
  crit_slowest_cell: "or4_1"
  endpoint: "mux_s"
  end_kind: "output pin"
  slowest_delay_ns: 0.47
  crit_arrival_ns: 1.27
worst_hold_path:
  hold_path.class: "input pin to output pin"
place:
  place_hpwl_um: 651
  globalplace.congestion: 0.788
  placed_cell_area_um2: 412
  port_buffers: 28
  post-place-ws_ns: -1.06
yosys:
  ys_types: 9
  yosysTopAreaCell: "buf_4"
  synth.area.top_cells: "buf_4 (60%), nand2b_1 (7.6%), or3_1 (7.6%)"
  synth-area-yosys_um2: 164
  yosysSeqAreaShare_pct: 0
  synth_area_per_cell_um2: 6.83
  yosysCellCount: 24
  synthesis.area_um2: 164
  top_cell: "buf_4"
  yosysTopAreaCellShare_pct: 59.5
  top_cells_by_count: "buf_4 (13), inv_1 (2), nand2b_1 (2), or3_1 (2)"
  netlist_instances: 24
  ys_warn_count: 1
sta:
  setup_ws_ns: -0.466
  post-route-period-util_pct: 147
  finalCriticalPeriod_ns: 1.47
  rsz0062_at_grt: "true"
  fmax_ghz: 0.682
  maxSlewHeadroom_pct: 83.0
  hold_viol: 0
  tns_ns: -1.05
  finalMaxSlewViolations: 0
  worstMarginPinSlew_ns: 0.253
  setup_viol: 4
finish:
  area_delta_synth_final_pct: 153
  regArea_um2: 0
  flops: 0
  stdcell_area_um2: 415
  drive_gt1_share_pct: 48.8
  clockBufferCount: 0
route:
  first_pass_iters: 2
  vias_per_cell: 2.43
  routed_wl_um: 737
  ant_nets: 0
  vias: 211
  route.detailed.drc: 0
  antenna_cells: 0
  post_drt_wl_per_cell_um: 8.47
  drt_iter0_drc: 1
status:
  status: "complete, but fails checks"
  violations: "negative setup slack"
grt:
  gr-total-overflow: 0
  grtUsageMet3_pct: 1.25
  grtUsageTotal_pct: 1.85
  grt_pass1_wl_um: 1010
  grt_max_degree: 5
  grtUsageMet1_pct: 2.44
  grt.met2_usage_pct: 2.49
  busiest_layer: "met2"
  antenna_found_initial: 0
  grt_pass1_vias: 229
floorplanning:
  die_w_um: 80
  ios: 44
  fp_util_pct: 4.80
  die_h_um: 80
  rows: 21
  chip_area_um2: 6400
  coreArea_um2: 3420
run:
  drv_cap: 0
  warning_count: 35
pwr:
  seqPwrFrac_pct: 0
  power_density_nw_per_um2: 254
  switching_share_pct: 27.0
  pwr-share-clk_pct: 0
  power.switching_uw: 28.5
  vdd.ir_drop.worst_uv: 31.0
  p_leak_nw: 0.196
  pwr-share-comb_pct: 100.0
  internal-power_uw: 76.9
how the worst min path moves through the flow:
stage	slack, ns	endpoint	start	cells after the start
6_report	0.40	au_ac[2]	ir[6]	0
4_1_cts	0.40	au_ac[2]	ir[6]	0
5_1_grt	0.40	au_ac[3]	ir[7]	0
power by group through the flow:
stage         combinational, mW  sequential (mW)  clock [mW]
CTS                       0.106                0           0
global route              0.116                0           0
finish                    0.105                0           0
layout make-up:
class	count	area (µm²)
Timing Repair Buffer	30	256
Inverter	2	7.51
Tap cell	46	57.6
Multi-Input combinational cell	9	93.8
Fill cell	407	3000
cell families (layout without fill, tap and decap cells):
| group | count (synthesis) | after routing | share of synthesized area, % |
|---|---|---|---|
| AND-OR/OR-AND | 1 | 1 | 4.58 |
| buffers and inverters | 15 | 32 | 64.1 |
| AND/OR/NAND/NOR | 8 | 8 | 31.3 |
metrics by stage:
stage          power [mW]  hold slack, ns  instances  utilization [%]
2_1_floorplan      0.0389           0.409         24                -
3_3_place_gp        0.118           0.400         86             12.1
3_5_place_dp        0.118           0.400         86             12.1
4_1_cts             0.106           0.400         87             11.7
5_1_grt             0.116           0.400         87             12.2
6_report            0.105           0.400         87             12.2
placed cells by master, fill, tap and decap left out:
cell type / count
nand2b_4: 2
a21o_1: 1
buf_6: 5
nor2b_1: 1
dlymetal6s2s_1: 2
or2_1: 1
or3_4: 1
clkdlybuf4s15_2: 1
inv_1: 2
buf_4: 2
or3_1: 1
dlygate4sd2_1: 9
clkdlybuf4s50_1: 3
nor4_4: 1
buf_2: 8
or4_1: 1
what timing repair did:
| action | CTS | global route |
|---|---|---|
| endpoints found under the setup margin | 14 | 7 |
| gates resized | 61 | 7 |
| pin swaps | 4 | 1 |
| hold buffers | 0 | 0 |
| buffers inserted | 1 | 0 |
per-layer routing:
metal | vias up | share of wire (%)
met5 | - | 0
met4 | 0 | 0
met3 | 0 | 23
met2 | 25 | 35
met1 | 86 | 42
li1 | 100 | -
No activity file was given, so power comes from the tool's default toggle rates.
