==> ./design.v <==
module au (
	input wire au_en,
	input wire [3:0] ac,
	input wire [7:0] a, b,
	output reg gf,
	output reg [7:0] t
);
always @(au_en or ac or a or b) begin
	gf = 0;
	t = 8'b00000000;
	if (au_en == 1'b0)
		t = 8'hZZ;
	else if (au_en == 1'b1) begin
		if (ac == 4'b1000)
			t = a + b;
		else if (ac == 4'b1001) begin
			if (b[7] == a[7]) begin
			if (b > a)
				gf = 1'b1;
			else
				gf = 1'b0;
		end else if (b[7] == 1'b0 && a[7] == 1'b1)
			gf = 1'b1;
		else if (b[7] == 1'b1 && a[7] == 1'b0)
			gf = 1'b0;
			t = b - a;
		end else if (ac == 4'b0100 || ac == 4'b0101 || ac == 4'b1101)
			t = a;
		else
			t = 8'hZZ;
		end
	end
endmodule
==> ./constraint.sdc <==
current_design au

set clk_period 6.8
set clk_io_pct 0.2

create_clock -name clk0 -period $clk_period

set non_clock_inputs [all_inputs -no_clocks]
set_input_delay [expr $clk_period * $clk_io_pct] -clock clk0 $non_clock_inputs
set_output_delay [expr $clk_period * $clk_io_pct] -clock clk0 [all_outputs]
==> ./config.mk <==
export PLATFORM = sky130hd
export DESIGN_NAME = au
export DESIGN_NICKNAME = au
export VERILOG_FILES = /design/flow/design.v
export SDC_FILE = /design/flow/constraint.sdc
export NUM_CORES = 4
export LEC_CHECK = 1
export CORE_AREA = 10 10 83 83
export DIE_AREA = 0 0 93 93
==> ./run.sh <==
#!/bin/bash
# OpenROAD 26Q1-2900-gdf79404cd8, Yosys 0.63+post, stock flow scripts
make -C /OpenROAD-flow-scripts/flow DESIGN_CONFIG=/design/flow/config.mk WORK_HOME=/design/flow/orfs finish
==> flow_summary.ini <==
; flow metrics
[floorplanning]
die_w_um = 93
rows = 26
core_um2 = 5140
io_pins = 30
die_h_um = 93
chipArea_um2 = 8649
fp-utilization_pct = 15.38

[yosys]
yosysChipArea_um2 = 790.8
ys_cells = 115
yosys_warnings = 3
ys_seq_share_pct = 0
avgSynthCellArea_um2 = 6.876
syn-instance-count = 115
syn_area_um2 = 790.8
synth.distinct_cells = 34

[final_timing]
rsz0062_at_grt = false
tightestPinTransition_ns = 0.5552
slew_violations = 0
slew_headroom_pct = 62.89
setup_ws_ns = 1.587
fin_tns_setup_ns = 0
fmax_mhz = 191.8
setup_viol = 0
period_needed_ns = 5.213
period_used_pct = 76.66
hold_viol = 0

[layout]
logic_area_um2 = 703.2
num-clock-buffers = 0
syn2layout_area_growth_pct = 45.09
flops = 0
drive_gt1_share_pct = 3.571
fillCellCount = 597
seq_area_um2 = 0

[clock_network]
cts_setup_buffers = 0
cts_hold_buf = 0
cts-resized-gates = 0

[power_and_ir_drop]
power.density_nw_per_um2 = 66.36
power.share.combinational_pct = 100.0
ir_worst_vdd_v = 0.00001804
switching_share_pct = 45.66
p_clk_share_pct = 0
leakage_uw = 0.0004785
p_sw_uw = 34.76
internal-power_uw = 41.37
power_uw = 76.14
seqPwrFrac_pct = 0

[worst_setup_path]
startpoint_type = input pin
critPathMaxStageDelay_ns = 0.51
critical_path_class = in2out
critPathArrivalTime_ns = 3.85
path_cells = clkdlybuf4s50_1 > ha_1 > inv_1 > fa_1 > or2_1 > a21oi_1 > o31ai_1 > a21oi_1 > xnor2_1 > o21ai_1 > clkdlybuf4s50_1
worstSetupEndpointType = output port
critPathMaxFanout = 3
slowest_stage = clkdlybuf4s50_1
required_ns = 5.44

[global_routing]
track_usage_pct = 5.108
gr-total-overflow = 0
grt_max_degree = 18
grt_pass1_wl_um = 3774
grt_pass1_vias = 805
antenna_found_initial = 0

[worst_hold_path]
hold_depth = 4
hold_class = in2out

[detailed_routing]
antenna_cells_inserted = 0
routed_via_density = 3.800
routedWlPerCell_um = 10.51
drc = 0
drt_wl_total_um = 2208
via_count = 798
first_pass_iters = 4
ant_nets = 0
drt_iter0_drc = 67

[run]
tool_warnings = 40
cap_viol_max_count = 0

[placed_design]
portBuffers = 30
place_ws_ns = 1.573
hpwl_um = 1922
gp_congestion = 0.8224

[status]
status = finished clean
kinds of logic (layout without fill, tap and decap cells):
group	after synthesis	in the layout	share of synthesized area, %
compound gates	39	39	31.65
simple gates	31	31	18.83
buf+inv	20	45	11.07
fa+ha+maj	18	18	30.38
xor+xnor	6	6	6.646
mux	1	1	1.424
metal layers:
metal / GRT usage [%] / vias to the layer above / part of all wire [%]
li1: - / 446 / -
met1: 7.084 / 335 / 48
met2: 8.178 / 17 / 44
met3: 1.454 / 0 / 8.2
met4: 0 / 0 / 0
met5: 0 / - / 0
cells in the final DEF, fill, tap and decap left out:
| cell type | instances |
|---|---|
| a221oi_2 | 2 |
| a21oi_2 | 1 |
| o21ai_1 | 3 |
| o21a_1 | 1 |
| xnor2_1 | 6 |
| nand3_1 | 2 |
| nor2b_1 | 3 |
| o31a_1 | 1 |
| clkdlybuf4s50_1 | 30 |
| fa_1 | 2 |
| a21oi_1 | 12 |
| o21ai_0 | 10 |
| nand4_2 | 1 |
| nand2b_1 | 1 |
| a31oi_1 | 1 |
| or2_1 | 1 |
| a2111o_1 | 1 |
| nand2_1 | 9 |
| nor3_1 | 4 |
| ha_1 | 16 |
| nand3b_1 | 1 |
| o21bai_1 | 1 |
| o31ai_1 | 2 |
| inv_1 | 15 |
| a21boi_0 | 1 |
| mux2_2 | 1 |
| o211ai_1 | 1 |
| a21boi_1 | 1 |
| nor2_1 | 9 |
| a211oi_1 | 1 |
area by class of cell:
type | instances | share of cell area (%)
repair buffers | 30 | 26.17
multi-input cells | 95 | 61.29
inverters | 15 | 4.907
well taps | 70 | 7.634
worst max-delay path, delay by kind of cell:
kind | cells | cell delay, ns
AND/OR/NAND/NOR | 1 | 0.21
buffers and inverters | 3 | 1.04
XOR/XNOR | 1 | 0.09
AND-OR/OR-AND | 4 | 0.59
adder cells (fa/ha/maj) | 2 | 0.55
path summary, 6_finish.rpt:
kind / endpoint / from / slack (ns)
max: t[6] / a[0] / 1.59
min: t[7] / a[7] / 3.68
power by group through the flow:
stage | combinational [µW] | clock (µW) | sequential, µW
4_1_cts | 77.4 | 0 | 0
5_1_grt | 87.6 | 0 | 0
6_report | 76.1 | 0 | 0
synthesized netlist by cell type, types with 2 or more instances:
library cell | instances | share of area (%)
xnor2_1 | 6 | 6.6
fa_1 | 2 | 5.1
inv_1 | 15 | 7.1
a221oi_2 | 2 | 3.8
nand2_1 | 9 | 4.3
o21ai_1 | 3 | 1.9
a21oi_1 | 12 | 7.6
ha_1 | 16 | 25
o21ai_0 | 10 | 6.3
nand3_1 | 2 | 1.3
nor2b_1 | 3 | 2.4
o31ai_1 | 2 | 1.9
nor3_1 | 4 | 2.5
nor2_1 | 9 | 4.3
stage by stage:
step | hold slack [ns] | std cells | utilization, % | area, µm²
2_1_floorplan | 2.772 | 115 | - | 790.8
3_3_place_gp | 3.690 | 210 | 22.32 | 1147
3_5_place_dp | 3.687 | 210 | 22.32 | 1147
4_1_cts | 3.689 | 210 | 22.32 | 1147
5_1_grt | 3.757 | 210 | 22.32 | 1147
6_report | 3.676 | 210 | 22.32 | 1147
Power and IR drop assume default switching activity.
